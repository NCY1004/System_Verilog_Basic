[/design/flow/design.v]
module add(
	input [3:0] a,
	input [3:0] b,
	output [4:0] sum
);
assign sum = a + b;
endmodule
[/design/flow/run.sh]
#!/bin/bash
# OpenROAD 26Q1-2900-gdf79404cd8, Yosys 0.63+post, stock flow scripts
make -C /OpenROAD-flow-scripts/flow DESIGN_CONFIG=/design/flow/config.mk WORK_HOME=/design/flow/orfs finish
[/design/flow/config.mk]
export PLATFORM = sky130hd
export DESIGN_NAME = add
export DESIGN_NICKNAME = add
export VERILOG_FILES = /design/flow/design.v
export SDC_FILE = /design/flow/constraint.sdc
export NUM_CORES = 4
export LEC_CHECK = 1
export CORE_AREA = 10 10 70 70
export DIE_AREA = 0 0 80 80
[/design/flow/constraint.sdc]
current_design add

set clk_period 2.4
set clk_io_pct 0.2

create_clock -name clk0 -period $clk_period

set non_clock_inputs [all_inputs -no_clocks]
set_input_delay [expr $clk_period * $clk_io_pct] -clock clk0 $non_clock_inputs
set_output_delay [expr $clk_period * $clk_io_pct] -clock clk0 [all_outputs]
==> GITHUB_STEP_SUMMARY <==
### Metrics collected by this job

| Metric | Value |
|---|---|
| Die Y | `about 80 um` |
| Flops | `0` |
| Cell Count, Final, Fillers Out | `between 70 and 80` |
| Final period util | `roughly 97%` |
| Cell area leaders | `ha_1 (37%), fa_1 (15%), xnor2_1 (13%), inv_1 (11%), a21oi_2 (6.4%)` |
| Slowest CP cell | `clkdlybuf4s50_1` |
| Yosys Instances | `16` |
| Mean Syn Cell Area | `between 8 and 9 sq um` |
| DRC Markers | `0` |
| Post-route minimum period | `approximately 2300 ps` |
| ANT nets after route | `0` |
| Setup CP Type | `in -> out` |
| Routability congestion estimate | `around 0.76` |
| Slew @ Worst Pin | `131 ps` |
| Reg power frac | `0%` |
| Crit path DAT | `around 1900 ps` |
| Cell variety after synth | `9` |
| Critical Path Start Type | `primary input` |
| Buffers on Ports | `13` |
| Psw | `slightly above 20 uW` |
| Vias in the first global route | `roughly 150` |
| Commonest cells post-synth | `ha_1 (4), inv_1 (4), xnor2_1 (2)` |
| Leakage power figure | `0.000160 uW` |
| Largest net degree at the start of global routing | `4` |
| Worst EP required | `1920 ps` |
| Worst setup margin | `between 60 and 70 ps` |
| PwrDens | `roughly 180 mW/mm^2` |
| Cell internal pwr | `43.7 uW` |
| FF+latch area | `0 sq um` |
| Maximum clock rate | `between 400 and 500 MHz` |
| Hold/Removal Path Class | `in -> out` |
| Seq/Total Area, Yosys | `0%` |
| Final hold vios | `0` |
| First-pass GRT wire length | `around 760 um` |
| Hold Buf Count CTS | `0` |
| N_diodes | `0` |
| I/O pins | `13` |
| Share of cells above drive strength 1 | `32.3%` |
| Fillers | `399` |
| Endpoints failing setup | `0` |
| Crit-path max cell delay | `~460 ps` |
| Crit path cell chain | `dlygate4sd2_1 > inv_1 > fa_2 > nor2b_1 > o21ai_1 > nand2b_1 > clkdlybuf4s50_1` |
| Largest fanout on the critical path | `2` |
| Core area | `around 0.0034 sq mm` |
| Proportion of power drawn by the clock network | `0%` |
| Mapped cell area | `about 140 sq um` |
| Mapped Cells | `16` |
| Synthesis-to-layout area growth | `162%` |
| Setup crit start | `b[1]` |
| Initial antenna violation count | `0` |
| Combinational Area | `around 150 sq um` |
| MaxCap Viol Count | `0` |
| GRT Overall Usage | `under 10%` |
| Synthesis area per yosys | `~140 sq um` |
| Vias per inst | `2.00` |
| Worst hold path depth | `4` |
| VDD IR max | `between 0.02 and 0.03 mV` |
| Max-slew violation count | `0` |
| 1st-pass router iterations | `1` |
| Via count | `about 150` |
| GRT overflow | `0` |
| Critical path capture point type | `output pin` |
| DRT iter0 DRCs | `0` |
| Row cnt | `21` |
| Rel. slew slack | `roughly 91%` |
| Hold Path Sink | `sum[2]` |
| Switching portion of total power | `around a third` |
| Initial Util | `under 10%` |
| Post-synth top area cell | `ha_1` |
| Placed insts | `approximately 75` |
| Drt total wl | `roughly 530 um` |
| Post-DP HPWL | `between 400 and 500 um` |
| Chip area | `between 0.006 and 0.007 sq mm` |
| # clk buffers | `0` |
| OpenROAD warning count | `33` |
| Post-DR wirelength/cell | `a little under 7 um` |
| Comb power frac | `100.0%` |
| Pre-CTS setup slack | `-446 ps` |
| Area share, top type | `a little under two fifths` |
| Status | `completed` |
| YS warnings | `0` |
| Die Width | `approximately 80 um` |
| Worst hold slack | `~1500 ps` |
| Hold_sp | `a[2]` |
## power groups by stage
stage | registers [uW] | clock network [uW] | logic (uW)
4_1_cts | 0 | 0 | 58.3
5_1_grt | 0 | 0 | 74.6
6_report | 0 | 0 | 64.2
## critical path, delay by kind of cell
family	cells	cell delay, ps
adder cells (fa/ha/maj)	1	370
buffers and inverters	3	740
AND-OR/OR-AND	1	80
AND/OR/NAND/NOR	2	190
## per-stage QoR
stage | cell area [sq um] | TNS [ps] | power [uW] | util [%]
after global routing | 358 | -53.6 | 74.6 | 10.5
after floorplan | 136 | 0 | 20.1 | -
final | 358 | 0 | 64.2 | 10.5
after CTS | 324 | -84.9 | 58.3 | 9.49
after global placement | 324 | -1340 | 62.5 | 9.49
after detailed placement | 324 | -1270 | 63.2 | 9.49
## worst max path at each step
stage	end	slack (ps)	cells after the start
6_report	sum[4]	70	7
4_1_cts	sum[4]	-80	8
5_1_grt	sum[4]	-50	7
## repair_timing
| action | 4_1_cts | 5_1_grt |
|---|---|---|
| pin swaps | 3 | 4 |
| gates resized | 12 | 9 |
| cloned | 0 | 0 |
| setup endpoints to repair | 4 | 2 |
| buffers inserted | 0 | 2 |
## area by class of cell
cell class	instances	area share [%]
repair buffers	15	38.1
inverters	4	4.20
multi-input cells	12	41.6
well taps	46	16.1
## kinds of logic (layout without fill, tap and decap cells)
family	Yosys count	after routing	synth area share [%]
buffers and inverters	4	19	11.0
XOR/XNOR	2	2	12.8
AND-OR/OR-AND	3	3	15.6
adder cells (fa/ha/maj)	5	5	51.4
AND/OR/NAND/NOR	2	2	9.18
## metal layers
metal | GRT usage [%] | vias to the layer above | share of wire [%]
met5 | 0 | - | 0
met4 | 0 | 0 | 0
met3 | 1.48 | 0 | 25
met2 | 1.85 | 11 | 30
met1 | 1.92 | 61 | 45
li1 | - | 82 | -
## layout by cell type, fill, tap and decap left out, drive strengths merged
master,count
a21o,1
a21oi,1
buf,3
clkbuf,1
clkdlybuf4s15,1
clkdlybuf4s50,5
dlygate4sd2,3
dlymetal6s2s,2
fa,1
ha,4
inv,4
nand2b,1
nor2b,1
o21ai,1
xnor2,2
Power and IR drop assume default switching activity.
